==> ./config.mk <==
export PLATFORM = sky130hd
export DESIGN_NAME = adder
export DESIGN_NICKNAME = adder
export VERILOG_FILES = /design/flow/design.v
export SDC_FILE = /design/flow/constraint.sdc
export NUM_CORES = 4
export LEC_CHECK = 1
export CORE_AREA = 10 10 70 70
export DIE_AREA = 0 0 80 80
==> ./constraint.sdc <==
current_design adder

set clk_period 9.1
set clk_io_pct 0.2

create_clock -name clk0 -period $clk_period

set non_clock_inputs [all_inputs -no_clocks]
set_input_delay [expr $clk_period * $clk_io_pct] -clock clk0 $non_clock_inputs
set_output_delay [expr $clk_period * $clk_io_pct] -clock clk0 [all_outputs]
==> ./design.v <==
module adder (a,adder_out);
    input wire [31:0] a;
    output reg [31:0] adder_out;
    always @ (*) begin
        adder_out = a + 32'd4;
    end
endmodule
==> ./run.sh <==
#!/bin/bash
# OpenROAD 26Q1-2900-gdf79404cd8, Yosys 0.63+post, stock flow scripts
make -C /OpenROAD-flow-scripts/flow DESIGN_CONFIG=/design/flow/config.mk WORK_HOME=/design/flow/orfs finish
==> impl_metrics.env <==
# flow metrics
export IMPL_avgViaCountPerCell=4.12
export IMPL_worstHoldPathCells=0
export IMPL_powerDensity_nw_per_um2=34.3
export IMPL_max_cap_violations=0
export IMPL_wl_met1_um=891
export IMPL_drc=0
export IMPL_antenna_cells=0
export IMPL_warnings=32
export IMPL_die_x_um=80
export IMPL_ir_drop_mv=0.0172
export IMPL_dp_hpwl_um=2020
export IMPL_ff_count=0
export IMPL_syn_instance_count=83
export IMPL_syn_area_per_cell_sq_um=6.99
export IMPL_power_uw=41.9
export IMPL_final_cells=187
export IMPL_layout_drive_gt1_share=0.0496
export IMPL_top_cells_by_count="21 x xnor2_1, 10 x nand2_1, 10 x nand3_1"
export IMPL_top_cell="xnor2_1"
export IMPL_grt_pass1_wl_um=3780
export IMPL_fin_crit_sh=0.643
export IMPL_die_y_um=80
export IMPL_ys_area_sq_um=581
export IMPL_antenna_found_initial=0
export IMPL_worstSetupPathType="in2out"
export IMPL_seq_area_frac_synth=0
export IMPL_met2WireLength_um=1070
export IMPL_ff_latch_area_sq_um=0
export IMPL_clkbuf_count=0
export IMPL_tightest_slew_ns=0.488
export IMPL_first_iter_violations=23
export IMPL_io_pins=64
export IMPL_timing_fmax_mhz=171
export IMPL_route_met3_wl_um=305
export IMPL_cts_setup_buffers=0
export IMPL_cp_required_ns=7.28
export IMPL_numPortBuffers=60
export IMPL_largest_area_cell="xnor2_1"
export IMPL_top_area_frac=0.317
export IMPL_status="finished clean"
export IMPL_globalRouteTotalUtil=0.0695
export IMPL_p_leak_uw=0.000423
export IMPL_cp_max_fo=8
export IMPL_holdCritPathClass="in2out"
export IMPL_cp_end_kind="output pin"
export IMPL_cp_arrival_ns=4.03
export IMPL_ctsHoldBuffers=0
export IMPL_cts_resized=0
export IMPL_yosysUniqueCellTypes=18
export IMPL_slew_viol_final=0
export IMPL_final_area_sq_um=1220
export IMPL_fp_row_count=21
export IMPL_top_cells_by_area="xnor2_1 32%, xor2_1 11%, nand4_1 9.7%"
export IMPL_chipArea_sq_um=6400
export IMPL_fin_util=0.358
export IMPL_wl_per_cell_um=12.1
export IMPL_drt_total_wl_um=2270
export IMPL_placed_cells=187
export IMPL_finalSetupViolCount=0
export IMPL_routed_top_layer="met3"
export IMPL_yosys_warnings=1
export IMPL_min_period_ns=5.85
export IMPL_grt_pass1_vias=837
export IMPL_num_vias=771
export IMPL_hold_viol=0
export IMPL_rsz0062_at_grt="no"
export IMPL_start_kind="input pin"
export IMPL_grt_max_degree=9
export IMPL_yosysCellCount=83
export IMPL_area_delta_synth_final_pct=111
export IMPL_firstDrtPassIters=4
export IMPL_place_gp_congestion=0.734
export IMPL_grt_overflow=0
export IMPL_synthesis_area_sq_um=581
export IMPL_fp_util=0.170
export IMPL_tns_ns=0
export IMPL_place_area_sq_um=1220
export IMPL_maxSlewHeadroom=0.672
export IMPL_antenna_left=0
export IMPL_fillers=358
export IMPL_core_area_sq_um=3420
metrics by stage:
step                      hold slack (ns)  worst slack (ns)
final                                3.64              3.25
after global routing                 3.64              3.01
after global placement               3.64              3.25
after detailed placement             3.64              3.19
after floorplan                      3.65              4.49
after CTS                            3.64              3.18
where the power goes:
part / switching (uW) / internal [uW]
registers: 0 / 0
logic: 12.8 / 29.2
clock network: 0 / 0
total: 12.8 / 29.2
cell type report:
class,instances,area [sq um],area share
inverter,2,7.51,0.00613
multi-input combinational,79,558,0.456
tap,46,57.6,0.0470
timing repair buffer,60,601,0.491
metal layers:
metal,up-vias,GRT usage
met1,330,0.0817
li1,409,-
met4,0,0
met5,-,0
met3,0,0.0318
met2,32,0.120
final timing paths:
| check | slack (ns) | to | start |
|---|---|---|---|
| worst min-delay path | 3.64 | adder_out[0] | a[0] |
| worst max-delay path | 3.25 | adder_out[30] | a[2] |
layout by cell type, fill, tap and decap left out, types with 2 or more instances in the layout:
cell type / instances
inv_1: 2
nor3_1: 3
nor2_1: 7
nand2_1: 10
nand4_1: 9
clkdlybuf4s50_1: 60
and3_1: 2
nor4_4: 2
nand3_1: 10
xor2_1: 7
or2_2: 2
xnor2_1: 21
kinds of logic (layout without fill, tap and decap cells):
kind of cell,Yosys count,in the layout,share of synthesized area
buf+inv,4,62,0.0388
simple gates,50,50,0.517
fa+ha+maj,1,1,0.0215
xor+xnor,28,28,0.422
critical path, stage by stage:
cell and delay, ns:
clkdlybuf4s50_1 0.52, ha_1 0.20, nand3_1 0.22, nor4_4 0.43, nand3_1 0.16, xnor2_1 0.18
clkdlybuf4s50_1 0.49
Power is estimated from default activity; no workload was simulated.
