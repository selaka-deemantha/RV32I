[run.sh]
#!/bin/bash
# OpenROAD 26Q1-2900-gdf79404cd8, Yosys 0.63+post, stock flow scripts
make -C /OpenROAD-flow-scripts/flow DESIGN_CONFIG=/design/flow/config.mk WORK_HOME=/design/flow/orfs finish
[config.mk]
export PLATFORM = sky130hd
export DESIGN_NAME = datapath
export DESIGN_NICKNAME = datapath
export VERILOG_FILES = /design/flow/design.v
export SDC_FILE = /design/flow/constraint.sdc
export NUM_CORES = 4
export LEC_CHECK = 1
export CORE_UTILIZATION = 50
export SYNTH_MEMORY_MAX_BITS = 65536
[constraint.sdc]
current_design datapath

set clk_period 1160.4
set clk_io_pct 0.2

create_clock -name clk0 -period $clk_period [get_ports {clk}]

set non_clock_inputs [all_inputs -no_clocks]
set_input_delay [expr $clk_period * $clk_io_pct] -clock clk0 $non_clock_inputs
set_output_delay [expr $clk_period * $clk_io_pct] -clock clk0 [all_outputs]
[design.v]
module alu (a_i,b_i,op_i,res_o);
    input wire [31:0]a_i;
    input wire [31:0]b_i;
    input wire [3:0]op_i;
    output reg [31:0]res_o;
    always @(*) begin
        if (op_i==4'b0000) begin
            res_o = a_i + b_i;  
        end
        else if (op_i==4'b0001) begin
            res_o = a_i - b_i;  
        end
        else if (op_i==4'b0010) begin
            res_o = a_i << b_i;  
        end
        else if (op_i==4'b0011) begin
            res_o = $signed (a_i) < $signed (b_i);  
        end 
        else if (op_i==4'b0100) begin
            res_o = a_i < b_i;  
        end          
        else if (op_i==4'b0101) begin
            res_o = a_i ^ b_i;  
        end
        else if (op_i==4'b0110) begin
            res_o = a_i >> b_i;  
        end
        else if (op_i==4'b0111) begin
            res_o = a_i >>> b_i;  
        end
        else if (op_i==4'b1000) begin
            res_o = a_i | b_i;  
        end
        else if (op_i==4'b1001) begin
            res_o = a_i & b_i;  
        end
        else if (op_i==4'b1111) begin
            res_o = b_i;  
        end
        else begin
            res_o = 0;
        end
    end
endmodule
module branch (op_a,op_b,fun3,en,result);
   input [31:0]op_a,op_b;
   input [2:0]fun3;
   input en;
   output reg result;
   always @(*) begin
      if(en==1)begin
         case (fun3)
            3'b000 : result = (op_a == op_b) ? 1 : 0 ;
            3'b001 : result = (op_a != op_b) ? 1 : 0 ;
            3'b100 : result = ($signed (op_a) < $signed (op_b)) ? 1 : 0 ;
            3'b101 : result = ($signed (op_a) >= $signed (op_b)) ? 1 : 0 ;
            3'b110 : result = (op_a < op_b) ? 1 : 0 ;
            3'b111 : result = (op_a >= op_b) ? 1 : 0 ;
         endcase
      end
      else begin
         result = 0;
      end
   end
endmodule
module control_decoder (
    input wire [2:0] fun3,
    input wire fun7,
    input wire i_type,
    input wire r_type,
    input wire load,
    input wire store,
    input wire branch,
    input wire jal,
    input wire jalr,
    input wire lui,
    input wire auipc,
    output reg Load,
    output reg Store,
    output reg [1:0] mem_to_reg,
    output reg reg_write,
    output reg mem_en,
    output reg operand_b,
    output reg operand_a,
    output reg [2:0]imm_sel,
    output reg Branch,
    output reg next_sel,
    output reg [3:0]alu_control
);
always @(*) begin
    reg_write = r_type | i_type | load | jal | jalr | lui | auipc;
    operand_a = branch | jal | auipc;
    operand_b = i_type | load | store | branch | jal | jalr | lui | auipc;
    Load = load;
    Store = store;
    Branch =  branch;
    next_sel = jal | jalr ;
    mem_to_reg = load;
    mem_en = store;
    next_sel = jal | jalr ;
    if(r_type)begin  
        mem_to_reg = 2'b00;
        if(fun3==3'b000 & fun7==0)begin
            alu_control = 4'b0000;
        end
        else if(fun3==3'b000 & fun7==1)begin
            alu_control = 4'b0001;
        end
        else if (fun3==3'b001 & fun7==0)begin
            alu_control = 4'b0010;
        end
        else if (fun3==3'b010 & fun7==0)begin
            alu_control = 4'b0011;
        end
        else if (fun3==3'b011 & fun7==0)begin
            alu_control = 4'b0100;
        end
        else if (fun3==3'b100 & fun7==0)begin
            alu_control = 4'b0101;
        end
        else if (fun3==3'b101 & fun7==0)begin
            alu_control = 4'b0110;
        end
        else if (fun3==3'b101 & fun7==1)begin
            alu_control = 4'b0111;
        end
        else if (fun3==3'b110 & fun7==0)begin
            alu_control = 4'b1000;
        end
        else if (fun3==3'b111 & fun7==0)begin
            alu_control = 4'b1001;
        end
    end
    else if (i_type)begin  
        imm_sel = 3'b000;  
        mem_to_reg = 2'b00;
        if(fun3==3'b000 & fun7==0)begin
            alu_control = 4'b0000;
        end
        else if (fun3==3'b001 & fun7==0)begin
            alu_control = 4'b0010;
        end
        else if (fun3==3'b010 & fun7==0)begin
            alu_control = 4'b0011;
        end
        else if (fun3==3'b011 & fun7==0)begin
            alu_control = 4'b0100;
        end
        else if (fun3==3'b100 & fun7==0)begin
            alu_control = 4'b0101;
        end
        else if (fun3==3'b101 & fun7==0)begin
            alu_control = 4'b0110;
        end
        else if (fun3==3'b101 & fun7==1)begin
            alu_control = 4'b0111;
        end
        else if (fun3==3'b110 & fun7==0)begin
            alu_control = 4'b1000;
        end
        else if (fun3==3'b111 & fun7==0)begin
            alu_control = 4'b1001;
        end
    end
    else if (store) begin  
        imm_sel = 3'b001;  
        mem_to_reg = 2'b00;
        if (fun3==3'b000)begin  
            alu_control = 4'b0000;
        end
        else if (fun3==3'b001)begin  
            alu_control = 4'b0000;
        end
        else if (fun3==3'b010)begin  
            alu_control = 4'b0000;
        end
    end
    else if (load) begin
        imm_sel = 3'b000;  
        mem_to_reg = 2'b01;
        if (fun3==3'b000)begin  
            alu_control = 4'b0000;
        end
        else if(fun3==3'b001)begin  
            alu_control = 4'b0000;
        end
        else if(fun3==3'b010)begin  
            alu_control = 4'b0000;
        end
        else if(fun3==3'b100)begin  
            alu_control = 4'b0000;
        end
        else if(fun3==3'b101)begin  
            alu_control = 4'b0000;
        end
        else if(fun3==3'b110)begin  
            alu_control = 4'b0000;
        end
    end
    else if (branch)begin
        alu_control = 4'b0000;
        mem_to_reg = 2'b00;
        imm_sel = 3'b010;  
    end
    else if (jal)begin
        alu_control = 4'b0000;
        mem_to_reg = 2'b10;
        imm_sel = 3'b011;  
    end
    if(jalr)begin
        mem_to_reg = 2'b10;
        alu_control = 4'b0000;
        imm_sel = 3'b000; 
    end
    else if(lui)begin
        mem_to_reg = 2'b00;
        imm_sel = 3'b100; 
        alu_control = 4'b1111;
    end
    else if(auipc)begin
        mem_to_reg = 2'b00;
        alu_control = 4'b0000;
        imm_sel = 3'b100; 
    end
end
endmodule
module controlunit (
    input wire [6:0] opcode,
    input wire [2:0] fun3,
    input wire fun7,
    output wire reg_write,
    output wire [2:0]imm_sel,
    output wire operand_b,
    output wire operand_a,
    output wire [1:0] mem_to_reg,
    output wire Load,
    output wire Store,
    output wire Branch,
    output wire mem_en,
    output wire next_sel,
    output wire [3:0] alu_control
);
    wire r_type;
    wire i_type;
    wire load;
    wire store;
    wire branch;
    wire jal;
    wire jalr;
    wire lui;
    wire auipc;
    type_decoder u_typedec0 (
        .opcode(opcode),
        .r_type(r_type),
        .i_type(i_type),
        .load(load),
        .branch(branch),
        .store(store),
        .jal(jal),
        .jalr(jalr),
        .lui(lui),
        .auipc(auipc)
    );
    control_decoder u_controldec0 (
        .fun3(fun3),
        .fun7(fun7),
        .i_type(i_type),
        .r_type(r_type),
        .load(load),
        .store(store),
        .branch(branch),
        .jal(jal),
        .jalr(jalr),
        .lui(lui),
        .auipc(auipc), 
        .next_sel(next_sel),
        .Branch(Branch),
        .Load(Load),
        .Store(Store),
        .mem_to_reg(mem_to_reg),
        .reg_write(reg_write),
        .mem_en(mem_en),
        .operand_b(operand_b),
        .operand_a(operand_a),
        .imm_sel(imm_sel),
        .alu_control(alu_control)
    );
endmodule
module data_mem(
    input wire clk,
    input wire rst,
    input wire store,
    input wire load,
    input wire [3:0]  mask,
    input wire [7:0]  address,
    input wire [31:0] data_in,
    output reg [31:0] data_out
    );
    reg [31:0] mem [0:255];
    always @(posedge clk) begin
        if (store) begin
            if(mask[0]) begin
                mem[address][7:0] <= data_in[7:0];
            end
            if(mask[1]) begin
                mem[address][15:8] <= data_in[15:8];
            end
            if(mask[2]) begin
                mem[address][23:16] <= data_in[23:16];
            end
            if(mask[3]) begin
                mem[address][31:24] <= data_in[31:24];
            end
        end
		 end
	always @(*) begin
        if (load) begin
            data_out <= mem[address];
        end
    end
endmodule
module datapath(
	input clk,
	input rst,
	output [31:0] t_op_a,
	output [31:0] t_op_b,
	output [31:0] t_alu_out,
	output t_load,
	output t_store,
	output t_reg_write,
	output [1:0] t_mem_to_reg,
	output t_next_sel,
	output [31:0] t_instr
	);
assign t_op_a=op_a;
assign t_op_b=op_b;
assign t_alu_out=alu_out;
assign t_load=load;
assign t_store=store;
assign t_reg_write=reg_write;
assign t_mem_to_reg=mem_to_reg;
assign t_next_sel=next_sel;
assign t_instr=instruction;
wire [31:0] op_a;
wire [31:0] op_b;
wire [31:0] op_a_mux_out;
wire [31:0] op_b_mux_out;
wire [31:0] alu_out;
wire [31:0] dmem_out;
wire [31:0] write_back_data;
wire [31:0] imm_mux_out;
wire [31:0] instruction;
reg [31:0] pc;
wire [31:0] pc_inc;
wire [31:0] next_pc;
wire [2:0] func3;
wire func7;
wire [6:0] opcode;
wire reg_write;
wire load;
wire store;
wire branch;
wire op_a_sel;
wire op_b_sel;
wire next_sel;
wire [2:0] imm_sel;
wire [3:0] alu_control;
wire [1:0] mem_to_reg;
wire mem_en;
wire pc_ctrl;
wire [31:0] i_imm,s_imm,sb_imm,uj_imm,u_imm;
wire [4:0] rs1;
wire [4:0] rs2;
wire [4:0] rd;
wire branch_result;
assign pc_inc=pc+32'd4;
assign opcode=instruction[6:0];
assign rs1=instruction[19:15];
assign rs2=instruction[24:20];
assign rd=instruction[11:7];
assign func3=instruction[14:12];
assign func7=instruction[30];
assign pc_ctrl=next_sel | branch_result;
always @(posedge clk, posedge rst) begin
	if(rst) pc<=32'b0;
	else pc<=next_pc;
end
registerfile regfile(
	.clk(clk),
	.rst(rst),
	.en(reg_write),
	.rs1(rs1),
	.rs2(rs2),
	.rd(rd),
	.data(write_back_data),
	.op_a(op_a),
	.op_b(op_b)
	);
mux2 opa_mux(
	.a(op_a),
	.b(pc),
	.sel(op_a_sel),
	.out(op_a_mux_out)
	);
mux2 opb_mux(
	.a(op_b),
	.b(imm_mux_out),
	.sel(op_b_sel),
	.out(op_b_mux_out)
	);
alu alu(
	.a_i(op_a_mux_out),
	.b_i(op_b_mux_out),
	.op_i(alu_control),
	.res_o(alu_out)
	);
data_mem data_mem(
	.clk(clk),
	.rst(rst),
	.store(store),
	.load(load),
	.mask(1111),
	.address(alu_out),
	.data_in(op_b),
	.data_out(dmem_out)
	);
mux4 write_back_mux(
	.a(alu_out),
	.b(dmem_out),
	.c(pc_inc),
	.d(0),
	.sel(mem_to_reg),
	.out(write_back_data)
	);
immediategen imm_gen(
	.instr(instruction),
	.i_imme(i_imm),
	.s_imme(s_imm),
	.sb_imme(sb_imm),
	.uj_imme(uj_imm),
	.u_imme(u_imm)
	);
mux8 imm_mux(
	.a(i_imm),
	.b(s_imm),
	.c(sb_imm),
	.d(uj_imm),
	.e(u_imm),
	.f(0),
	.g(0),
	.h(0),
	.sel(imm_sel),
	.out(imm_mux_out)
	);
branch branch0(
	.op_a(op_a),
	.op_b(op_b),
	.fun3(func3),
	.en(branch),
	.result(branch_result)
	);
instruc_mem instruc_mem(
	.address(pc[31:2]),
	.data_out(instruction)
	);
mux2 next_sel_mux(
	.a(pc_inc),
	.b(alu_out),
	.sel(pc_ctrl),
	.out(next_pc)
	);
controlunit controlunit(
	.opcode(opcode),
	.fun3(func3),
	.fun7(func7),
	.reg_write(reg_write),
	.imm_sel(imm_sel),
	.operand_b(op_b_sel),
	.operand_a(op_a_sel),
	.mem_to_reg(mem_to_reg),
	.Load(load),
	.Store(store),
	.Branch(branch),
	.mem_en(mem_en),
	.next_sel(next_sel),
	.alu_control(alu_control)
	);
endmodule
module immediategen  (
    input wire [31:0]instr,
    output reg [31:0] i_imme,
    output reg [31:0] s_imme,
    output reg [31:0] sb_imme,
    output reg [31:0] uj_imme,
    output reg [31:0] u_imme
);
    always @(*) begin
        i_imme  = {{20{instr[31]}}, instr[31:20]};
        s_imme  = {{20{instr[31]}}, instr[31:25], instr[11:7]};
        sb_imme = {{19{instr[31]}},instr[31],instr[7],instr[30:25],instr[11:8],1'b0};
        uj_imme = {{11{instr[31]}},instr[31],instr[19:12],instr[20],instr[30:21],1'b0};
        u_imme  = {{instr[31:12]},12'b0};
    end
endmodule
module instruc_mem(
    input wire [7:0]  address,
    output reg [31:0] data_out
    );
	 reg [31:0] mem [0:255];
	 initial begin
		mem[0]=32'h00200513; 
		mem[1]=32'h00100113; 
		mem[2]=32'h00250233; 
		mem[3]=32'h00412223; 
		mem[4]=32'h00412203;
		mem[5]=32'h01F00313; 
		mem[6]=32'h01300393; 
		mem[7]=32'h00737433; 
		mem[8]=32'h007344B3; 
		mem[9]=32'h00200513;
		mem[10]=32'h00200513;
		mem[11]=32'h00200513;
		end
	    always @(*) begin
           data_out <= mem[address];
    end
endmodule
module mux2 (a,b,sel,out);
    input wire [31:0] a,b;
    input wire sel;
    output wire [31:0] out;
    assign out = (sel)?  b:a;
endmodule
module mux4 (a,b,c,d,sel,out);
    input wire [31:0] a,b,c,d;
    input wire [1:0] sel;
    output reg [31:0] out;
    always @ (*) begin
        case (sel)
            2'b00 : out = a;
            2'b01 : out = b;
            2'b10 : out = c;
            2'b11 : out = d;
        endcase
    end
endmodule
module mux8 (a,b,c,d,e,f,g,h,sel,out);
    input wire [31:0] a,b,c,d,e,f,g,h;
    input wire [2:0] sel;
    output reg [31:0] out;
    always @ (*) begin
        case (sel)
            3'b000 : out = a;
            3'b001 : out = b;
            3'b010 : out = c;
            3'b011 : out = d;
            3'b100 : out = e;
            3'b101 : out = f;
            3'b110 : out = g;
            3'b111 : out = h;
        endcase
    end
endmodule
module registerfile  (
    input wire clk,
    input wire rst,
    input wire en,
    input wire [4:0]rs1,
    input wire [4:0]rs2,
    input wire [4:0]rd,
    input wire [31:0]data,
    output wire [31:0]op_a,
    output wire [31:0]op_b
);
    reg [31:0] register[31:0];
    integer i;
    always @(posedge clk or posedge rst) begin
        if(rst)begin
            for (i=0; i<32; i=i+1) begin
                register[i] <= 32'b0;
            end
        end
        else if(en)begin
            register[rd] <= data;
        end
    end
    assign op_a = (rs1 != 0)? register[rs1] : 0;
    assign op_b = (rs2 != 0)? register[rs2] : 0;
endmodule
module type_decoder (opcode,r_type,i_type,load,store,branch,jal,jalr,lui,auipc);
    input wire [6:0]opcode;
    output reg r_type;
    output reg i_type; 
    output reg load;
    output reg store;
    output reg branch; 
    output reg jal;
    output reg jalr;
    output reg lui;
    output reg auipc;
    always @(*)begin 
        r_type = 1'b0;
        i_type = 1'b0;
        store = 1'b0;
        load = 1'b0;
        branch = 1'b0;
        auipc = 1'b0; 
        jal = 1'b0; 
        jalr = 1'b0; 
        lui = 1'b0; 
        case(opcode)
            7'b0110011:begin 
                r_type = 1'b1;
            end 
            7'b0010011:begin 
                i_type = 1'b1;
            end
            7'b0100011:begin 
                store = 1'b1;
            end
            7'b0000011:begin 
                load = 1'b1;
            end
            7'b1100011:begin 
                branch = 1'b1;
            end
            7'b0010111:begin 
                auipc = 1'b1;
            end
            7'b1101111:begin 
                jal = 1'b1;
            end
            7'b1100111:begin 
                jalr = 1'b1;
            end
            7'b0110111:begin 
                lui = 1'b1;
            end
            default:begin 
                r_type = 1'b0;
                i_type = 1'b0;
                store= 1'b0;
                load = 1'b0;
                branch = 1'b0;
                auipc = 1'b0;
                jal = 1'b0; 
                jalr = 1'b0; 
                lui = 1'b0; 
            end
        endcase
    end  
endmodule
==> flow_metrics.env <==
# physical design summary
export IMPL_outcome="finished, final reports clean"
export IMPL_syn_area_um2=273000
export IMPL_yosysTopAreaCell="edfxtp_1"
export IMPL_drtIter0Drc=16200
export IMPL_clock_latency_ns=1.17
export IMPL_dr_pass1_iters=8
export IMPL_cts_root_buffer="clkbuf_16"
export IMPL_port_buffers=118
export IMPL_die_h_um=741
export IMPL_use_met1=0.525
export IMPL_final_layout_size_suffix_gt1_frac=0.152
export IMPL_gr_total_overflow=0
export IMPL_critPathArrivalTime_ns=11.67
export IMPL_drc=0
export IMPL_postSynthCellCount=19800
export IMPL_worstSetupPathType="flop to output pin"
export IMPL_cts_hold_buf=0
export IMPL_fp_row_count=271
export IMPL_gp_congestion=1.11
export IMPL_ant_nets=0
export IMPL_clockBufferDepth=4
export IMPL_skew_ns=0.0690
export IMPL_drv_cap=0
export IMPL_ys_top_cells_by_count="edfxtp_1, nand2_1, nand3_1"
export IMPL_critPathRequiredTime_ns=928.32
export IMPL_yosys_stat_area_um2=273000
export IMPL_avgViaCountPerCell=6.44
export IMPL_numCtsBuffers=683
export IMPL_hpwl_um=736000
export IMPL_timing_fmax_ghz=0.00410
export IMPL_warning_count=119
export IMPL_initial_core_util=0.502
export IMPL_end_kind="output pin"
export IMPL_synth_most_common_cell="edfxtp_1"
export IMPL_cts_tree="built"
export IMPL_wl_um=1130000
export IMPL_power_leakage_nw=108
export IMPL_detail_route_wl_per_cell_um=40.1
export IMPL_cp_max_fo=49
export IMPL_period_used=0.210
export IMPL_tightest_slew_ns=1.38
export IMPL_irDropWorstVdd_mv=0.00168
export IMPL_worst_setup_path_start_kind="flop"
export IMPL_rsz0062_at_grt="false"
export IMPL_crit_family="AND-OR/OR-AND gates"
export IMPL_power_density_nw_per_um2=1.51
export IMPL_unclocked_pins=30
export IMPL_grt_met3_usage=0.370
export IMPL_period_needed_ns=243.75
export IMPL_post_cts_setup_buffer_count=0
export IMPL_dieArea_um2=549000
export IMPL_antenna_found_initial=146
export IMPL_grt_pass1_wl_um=1530000
export IMPL_cts_resized=0
export IMPL_ios=136
export IMPL_final_max_slew_viol_count=0
export IMPL_grt_pass1_vias=181000
export IMPL_avgSynthCellArea_um2=13.8
export IMPL_slew_headroom=0.0795
export IMPL_synth_stat_cells=19800
export IMPL_area_leaders="edfxtp_1, nand2_1, dfrtp_1, mux4_2, nand3_1"
export IMPL_die_x_um=741
export IMPL_edf_count=6144
export IMPL_grt_max_degree=144
export IMPL_setup_ws_ns=916.65
export IMPL_htree_levels=6
export IMPL_netlist_area_leader_share=0.676
export IMPL_ys_warn_count=15
export IMPL_crit_path_top_delay_cell="buf_4"
export IMPL_ys_types=122
export IMPL_setup_viol=0
export IMPL_grt_usage=0.460
export IMPL_hold_violations=0
export IMPL_path_common_cell="buf_4"
export IMPL_cpPeakStageDelay_ns=0.59
export IMPL_numSynthFlops=6658
export IMPL_synth_main_ff_cell="edfxtp_1"
export IMPL_total_power_mw=0.467
export IMPL_untimed_endpoints=30
export IMPL_grt_busiest_layer="met2"
export IMPL_clk_pin_slew_worst_paths_ns=0.06
export IMPL_place_ws_ns=918.08
export IMPL_core_area_um2=544000
export IMPL_met2_usage=0.582
export IMPL_vias=182000
export IMPL_hold_class="flop to flop"
export IMPL_async_flop_share=0.0727
export IMPL_cp_num_buf_inv=9
export IMPL_tns_ns=0
export IMPL_syn_to_final_growth_pct=13.3
==> state kept, by name, indices dropped and copies added (netlist names) <==
signal / count
pc: 4
controlunit.u_controldec0.imm_sel: 2
regfile.register: 480
data_mem.data_out: 24
controlunit.u_controldec0.alu_control: 4
data_mem.mem: 6144
==> worst reg2reg max path: cells and delay by family, from the launching register on <==
family / cells / cell delay (ns)
AND-OR/OR-AND: 11 / 3.93
AND/OR/NAND/NOR: 9 / 3.39
flip-flops: 1 / 0.38
adder cells (fa/ha/maj): 3 / 1.39
buffers and inverters: 12 / 4.24
==> layer usage <==
metal | wire length [µm] | part of all wire
met1 | 328000 | 0.29
met2 | 474000 | 0.42
met3 | 218000 | 0.19
met4 | 105000 | 0.092
met5 | 8840 | 0.0078
==> cells by family after synthesis <==
family	share of synthesized area
other	0.0000275
and+or+nand+nor	0.119
latches	0.00165
buffers and inverters	0.0288
xor gates and xnor gates	0.000577
DFF	0.720
muxes	0.0465
AOI/OAI and AO/OA	0.0783
adders and majority gates	0.00478
==> worst paths after layout <==
kind	start	to	slack [ns]	cells past startpoint
hold / removal	regfile.register[3][1]	regfile.register[3][1]	0.37	0
setup / recovery	pc[2]	t_alu_out[0]	916.65	29
min in group asynchronous	rst	regfile.register[13][26]	231.40	2
max in group asynchronous	rst	regfile.register[14][5]	926.39	5
hold reg to reg	regfile.register[3][1]	regfile.register[3][1]	0.37	0
setup reg to reg	pc[2]	data_mem.mem[244][18]	1146.81	35
==> cells in the final DEF, fill, tap and decap left out, types with 400 or more instances in the layout <==
master / synthesis / final
a311oi_1: 575 / 571
and3_1: 560 / 560
buf_4: 136 / 1224
clkbuf_16: 0 / 697
dfrtp_1: 484 / 483
edfxtp_1: 6144 / 6144
mux4_2: 400 / 400
nand2_1: 4623 / 4600
nand3_1: 1352 / 1341
o21ai_0: 439 / 428
==> final cells by class <==
cell class	count	area, µm²
clock inverter	340	2770
multi-input combinational	11400	70300
fill	41800	235000
timing repair buffer	1351	10600
sequential	6658	197000
tap	7234	9050
inverter	169	743
clock buffer	885	18300
antenna	210	526
==> report_power, final <==
group	internal (mW)	leakage [nW]	total, mW	switching (mW)
combinational	0.0000213	36.1	0.000394	0.000336
sequential	0.257	61.3	0.257	0
clock	0.117	10.2	0.210	0.0928
total	0.374	108	0.467	0.0931
==> per-stage QoR <==
stage | hold WS, ns | cell area (µm²) | std cells | utilization
2_1_floorplan | 0.421 | 273000 | 19800 | -
3_3_place_gp | 0.360 | 288000 | 26800 | 0.529
3_5_place_dp | 0.362 | 288000 | 26800 | 0.529
4_1_cts | 0.375 | 309000 | 28100 | 0.567
5_1_grt | 0.382 | 309000 | 28200 | 0.568
6_report | 0.372 | 309000 | 28300 | 0.568
Power figures rest on the tool's default switching activity, not on a simulated workload.
